### design.v
module decode
(
     inst_i
    ,alu_o
    ,pc_o
    ,reg_o
    ,imm_o
    ,mem_o
    ,reg_addr_1_o
    ,reg_addr_2_o
    ,reg_addr_3_o
    ,reg_addr_4_o
    ,ram_addr_o
    ,imm_data_1_o
    ,imm_data_2_o
);
    input [31:0] inst_i;
    output [7:0] alu_o;
    output [1:0] pc_o;
    output [1:0] reg_o;
    output imm_o;
    output mem_o;
    output [4:0] reg_addr_1_o;
    output [4:0] reg_addr_2_o;
    output [4:0] reg_addr_3_o;
    output [4:0] reg_addr_4_o;
    output [15:0] ram_addr_o;
    output [7:0] imm_data_1_o;
    output [7:0] imm_data_2_o;
function [4:0] reg_addr_1;
    input [31:0] inst_i;
    case(inst_i[19])
        1'b1: begin
            case(inst_i[31:24])
                8'b00000001: reg_addr_1 = inst_i[9:5];
                8'b00000010: reg_addr_1 = inst_i[9:5];
                8'b00000101: reg_addr_1 = inst_i[9:5];
                8'b00000110: reg_addr_1 = inst_i[9:5];
                8'b00000111: reg_addr_1 = inst_i[9:5];
                8'b00001000: reg_addr_1 = inst_i[9:5];
                8'b00001001: reg_addr_1 = inst_i[9:5];
                8'b00001010: reg_addr_1 = inst_i[9:5];
                default: reg_addr_1 = 8'b00000000;
            endcase
        end
        1'b0: begin
            case(inst_i[31:24])
                8'b00000001: reg_addr_1 = inst_i[17:13];
                8'b00000010: reg_addr_1 = inst_i[17:13];
                8'b00000011: reg_addr_1 = inst_i[17:13];
                8'b00000100: reg_addr_1 = inst_i[17:13];
                8'b00000101: reg_addr_1 = inst_i[17:13];
                8'b00000110: reg_addr_1 = inst_i[17:13];
                8'b00000111: reg_addr_1 = inst_i[17:13];
                8'b00001000: reg_addr_1 = inst_i[17:13];
                8'b00001001: reg_addr_1 = inst_i[17:13];
                8'b00001010: reg_addr_1 = inst_i[17:13];            
                8'b00001011: reg_addr_1 = inst_i[17:13];
                8'b00001101: reg_addr_1 = inst_i[17:13];
                8'b00001110: reg_addr_1 = inst_i[17:13];
                8'b00001111: reg_addr_1 = inst_i[17:13];
                8'b00010000: reg_addr_1 = inst_i[17:13];
                8'b00010001: reg_addr_1 = 8'b00000000;
                8'b00010010:  reg_addr_1 = 5'd27;
                default: reg_addr_1 = 8'b00000000;
            endcase
        end
        default: reg_addr_1 = 8'b00000000;
    endcase
endfunction
function [4:0] reg_addr_2;
    input [31:0] inst_i;
    case(inst_i[19])
        1'b1: begin
            case(inst_i[31:24])
                8'b00000001: reg_addr_2 = inst_i[4:0];
                8'b00000010: reg_addr_2 = inst_i[4:0];
                8'b00000101: reg_addr_2 = inst_i[4:0];
                8'b00000110: reg_addr_2 = inst_i[4:0];
                8'b00001000: reg_addr_2 = inst_i[4:0];
                8'b00001001: reg_addr_2 = inst_i[4:0];
                default: reg_addr_2 = 8'b00000000;
            endcase
        end
        1'b0: begin
            case(inst_i[31:24])
                8'b00000001: reg_addr_2 = inst_i[12:8];
                8'b00000010: reg_addr_2 = inst_i[12:8];
                8'b00000011: reg_addr_2 = inst_i[12:8];
                8'b00000100: reg_addr_2 = inst_i[12:8];
                8'b00000101: reg_addr_2 = inst_i[12:8];
                8'b00000110: reg_addr_2 = inst_i[12:8];
                8'b00000111: reg_addr_2 = inst_i[12:8];
                8'b00001000: reg_addr_2 = inst_i[12:8];
                8'b00001001: reg_addr_2 = inst_i[12:8];
                8'b00001010: reg_addr_2 = inst_i[12:8];            
                8'b00001011: reg_addr_2 = inst_i[12:8];
                8'b00001101: reg_addr_2 = inst_i[12:8];
                8'b00001110: reg_addr_2 = inst_i[12:8];
                8'b00001111: reg_addr_2 = inst_i[12:8];
                8'b00010000: reg_addr_2 = inst_i[12:8];
                8'b00010001: reg_addr_2 = 8'b00000000;
                default: reg_addr_2 = 8'b00000000;
            endcase
        end
        default: reg_addr_2 = 8'b00000000;
    endcase
endfunction
function [4:0] reg_addr_3;
    input [31:0] inst_i;
    case(inst_i[19])
        1'b1: begin
            case(inst_i[31:24])
                default: reg_addr_3 = 8'b00000000;
            endcase
        end
        1'b0: begin
            case(inst_i[31:24])
                8'b00000001: reg_addr_3 = inst_i[7:3];
                8'b00000010: reg_addr_3 = inst_i[7:3];
                8'b00000011: reg_addr_3 = inst_i[7:3];
                8'b00000100: reg_addr_3 = 5'd24;
                8'b00000101: reg_addr_3 = inst_i[7:3];
                8'b00000110: reg_addr_3 = inst_i[7:3];
                8'b00001000: reg_addr_3 = inst_i[7:3];
                8'b00001001: reg_addr_3 = inst_i[7:3];           
                8'b00001011: reg_addr_3 = inst_i[7:3];
                8'b00001110: reg_addr_3 = 5'd30;
                8'b00001111: reg_addr_3 = 5'd30;
                8'b00010000: reg_addr_3 = inst_i[7:3];
                8'b00010001: reg_addr_3 = 8'b00000000;
                default: reg_addr_3 = 8'b00000000;
            endcase
        end
        default: reg_addr_3 = 8'b00000000;
    endcase
endfunction
function [4:0] reg_addr_4;
    input [31:0] inst_i;
    case(inst_i[19])
        1'b1: begin
            case(inst_i[31:24])
                default: reg_addr_4 = 8'b00000000;
            endcase
        end
        1'b0: begin
            case(inst_i[31:24])
                8'b00000100: reg_addr_4 = 5'd23;
                8'b00001110: reg_addr_4 = 5'd29;
                8'b00001111: reg_addr_4 = 5'd29;
                8'b00010001: reg_addr_4 = 8'b00000000;
                default: reg_addr_4 = 8'b00000000;
            endcase
        end
        default: reg_addr_4 = 8'b00000000;
    endcase
endfunction
function [7:0] imm_data_1;
    input [31:0]inst_i;
    case(inst_i[19])
        1'b1: begin
            case(inst_i[31:24])
                8'b00000001: imm_data_1 = inst_i[17:10];
                8'b00000010: imm_data_1 = inst_i[17:10];
                8'b00000101: imm_data_1 = inst_i[17:10];
                8'b00000110: imm_data_1 = inst_i[17:10];
                8'b00000111: imm_data_1 = inst_i[17:10];
                8'b00001000: imm_data_1 = inst_i[17:10];
                8'b00001001: imm_data_1 = inst_i[17:10];
                8'b00001010: imm_data_1 = inst_i[17:10];
                8'b00001100: imm_data_1 = inst_i[17:10];
                default: imm_data_1 = 8'b00000000;
            endcase
        end
        1'b0: begin
            case(inst_i[31:24])
                default: imm_data_1 = 8'b00000000;
            endcase
        end
        default: imm_data_1 = 8'b00000000;
    endcase
endfunction
function [7:0] imm_data_2;
    input [31:0]inst_i;
    case(inst_i[19])
        1'b1: begin
            case(inst_i[31:24])
                8'b00001100: imm_data_2 = inst_i[9:2];
                default: imm_data_2 = 8'b00000000;
            endcase
        end
        1'b0: begin
            case(inst_i[31:24])
                default: imm_data_2 = 8'b00000000;
            endcase
        end
        default: imm_data_2 = 8'b00000000;
    endcase
endfunction
assign alu_o = inst_i[31:24];
assign pc_o = inst_i[23:22];
assign reg_o = inst_i[21:20];
assign imm_o = inst_i[19];
assign mem_o = inst_i[18];
assign reg_addr_1_o = reg_addr_1(inst_i);
assign reg_addr_2_o = reg_addr_2(inst_i);
assign reg_addr_3_o = reg_addr_3(inst_i);
assign reg_addr_4_o = reg_addr_4(inst_i);
assign ram_addr_o = (alu_o == 8'b00001100)?inst_i[17:2]:8'b00000000;
assign imm_data_1_o = imm_data_1(inst_i);
assign imm_data_2_o = imm_data_2(inst_i);
endmodule
### run.sh
#!/bin/bash
# OpenROAD 26Q1-2900-gdf79404cd8, Yosys 0.63+post, stock flow scripts
make -C /OpenROAD-flow-scripts/flow DESIGN_CONFIG=/design/flow/config.mk WORK_HOME=/design/flow/orfs finish
### config.mk
export PLATFORM = sky130hd
export DESIGN_NAME = decode
export DESIGN_NICKNAME = decode
export VERILOG_FILES = /design/flow/design.v
export SDC_FILE = /design/flow/constraint.sdc
export NUM_CORES = 4
export LEC_CHECK = 1
export CORE_AREA = 10 10 85 85
export DIE_AREA = 0 0 95 95
### constraint.sdc
current_design decode

set clk_period 7.0
set clk_io_pct 0.2

create_clock -name clk0 -period $clk_period

set non_clock_inputs [all_inputs -no_clocks]
set_input_delay [expr $clk_period * $clk_io_pct] -clock clk0 $non_clock_inputs
set_output_delay [expr $clk_period * $clk_io_pct] -clock clk0 [all_outputs]
==> run summary <==
Results of the implementation run.

The final layout contains a sequential cell count of 0. The most common cell type on the critical path is clkdlybuf4s50_1. STA classifies the critical path endpoint as a primary output.

The area growth from synthesis to layout came out at 105%. The largest vdd supply drop is 14.2 uV. The report lists the cells along the critical path as clkdlybuf4s50_1, or3_1, or3b_4, a2111oi_4, and2_1, clkdlybuf4s50_1. The initial core utilization came out at 0.147. The headroom to the max-slew limit came out at 0.632.

Summing over every cut layer, the via total after detailed routing is 1,053. Across every metal layer, demand over resource in global routing totals 0.0782. The logic gate share of total power came out at 1.000. Note that the worst hold path type here is in -> out. Setup repair after global routing left no endpoint under its margin.

Port buffering added 88 buffers. After detailed routing, the total wire length is 3950 um. The antenna diode count is 0. The worst setup path is launched from an input port. In the final layout, flip-flops and latches occupy 0 um^2. The portion of total power attributed to the clock network came out at 0. The overall die height is 95 um.

Before antenna repair, the detailed router went through 4 iterations. In the post-synthesis netlist, the biggest area contributors are and2_1 25%, buf_4 15%, a2111oi_4 6.9%. The switching portion of total power comes to 0.391. The synthesized netlist was found by Yosys to have 114 cells. The internal cell power came out at 27.0 uW. The transition time of the tightest slew-check pin came out at 0.550 ns.

The number of distinct library cells after synthesis is 31. Setup total negative slack on the finished layout was measured at 0 ns. The number of hold-slack violations in the final timing report is 0. The synthesis area per yosys came out at 803 um^2. The arrival time of data at the worst endpoint is listed as 3.98 ns. The final period utilization is 0.769. The initial DRC count came out at 67.

The power density normalized to cell area came out at 26.9 nW/um^2. The cell resize tally after clock tree synthesis came out at 0. The critical path's slowest stage uses the library cell a2111oi_4. The synthesized netlist handed to floorplanning was reported with a cell count of 114.

The power report attributes to the sequential group a share of 0. The minimum setup slack in the final design came out at 1.62 ns. The net load switching power came out at 17.3 uW. The largest incremental delay on the critical path came out at 0.52 ns. After filler insertion, the fill cell instance count of the layout stands at 592. Buffers inserted to repair hold after CTS numbered 0. Counting the warning lines in the Yosys log gives 1. The number of cells after detailed placement is 255. The combinational gate area is 648 um^2. The cell row count is 27. The maximum clock frequency is 0.186 GHz.

The final max-slew violation count recorded for this run is 0. The reported leakage power is 0.580 nW. The number of global-route vias before repair came out at 1,037. Of all cell types, the one taking the most synthesized area is and2_1.

The largest net degree at the start of global routing is 17. The number of top-level design ports is 98. The reported max-cap violation count is 0. The mean post-synth cell area came out at 7.05 um^2. The clock buffer count is 0.

The register share after synthesis came out at 0. The area share of the leading cell type in the synthesized netlist came out at 0.249. The global-route congestion overflow total came out at 0. The critical path is of the in -> out type.

The worst path in the final design needs a cycle of 5.38 ns, including I/O delays and setup. According to the floorplan report, the placeable core area is 5470 um^2. The number of setup violations in the final report came out at 0. The flow ran to the end, and the final reports show no timing, DRC or antenna violations. The mapped netlist covers 803 um^2.

The tool warning count for the run is 32. The peak fanout along the critical path came out at 8. In this run the horizontal extent of the chip is 95 um. The required arrival time at the worst endpoint is 5.60 ns. The number of nets still failing antenna checks after routing is 0.

The share of final-layout standard cells stronger than drive strength 1 is 0.0437. The average wire per cell in the routed design is 15.5 um. The die covers 9030 um^2.

The post-CTS setup buffer count came out at 0. The first global-routing pass estimated 5660 um of wire. The half-perimeter wire length after detailed placement is 3330 um. The finished layout holds 255 standard cells, fillers aside. The remaining routing DRC violations is 0.

The post-place setup slack is 1.57 ns. The via-per-instance ratio is 4.13. After its last routability iteration, the placer logged a weighted congestion of 0.805. The number of antenna violations at the first check in global routing came out at 0.
-- synth_stat cells --
master and number:
and2_1 32, buf_4 16, nor2_1 7, a22o_1 6, nor2b_1 6, a21o_1 4
buf_2 4, o2bb2ai_1 4, or3_1 4, a2111oi_4 2, a21oi_1 2, clkbuf_1 2
inv_1 2, nand2_1 2, nand2b_1 2, nor4b_1 2, o22ai_1 2, o32a_1 2
a211oi_1 1, nor3_1 1, nor3_2 1, nor3b_1 1, nor4_2 1, o21ai_0 1
o21bai_1 1, o32ai_1 1, or2_1 1, or3b_4 1, or4_1 1, xnor2_1 1
xor2_1 1
-- power groups by stage --
| stage | Clock [mW] | Combinational [mW] | Sequential (mW) |
|---|---|---|---|
| 4_1_cts | 0 | 0.0451 | 0 |
| 5_1_grt | 0 | 0.0488 | 0 |
| 6_report | 0 | 0.0443 | 0 |
-- critical path: cells and delay by family --
kind            cells  cell delay (ns)
simple gates        3             1.18
buf+inv             2             0.88
compound gates      1             0.52
-- per-layer routing --
metal	global-route usage	vias to the layer above	routed length, um
li1	-	530	-
met1	0.104	457	1670
met2	0.128	64	1760
met3	0.0224	2	485
met4	0.00623	0	34
met5	0	-	0
-- layout by cell type (no fill, tap or decap), types with 3 or more instances in the layout --
cell              n
a21o_1            4
a22o_1            6
and2_1           32
buf_4             3
clkdlybuf4s50_1  88
nor2_1            7
nor2b_1           6
o2bb2ai_1         4
or3_1             4
-- through the flow --
step | total power, mW | util | hold slack, ns | cell area (um^2)
finish | 0.0443 | 0.301 | 2.80 | 1650
global route | 0.0488 | 0.301 | 2.80 | 1650
CTS | 0.0451 | 0.301 | 2.80 | 1650
detailed placement | 0.0449 | 0.301 | 2.80 | 1650
global placement | 0.0452 | 0.301 | 2.80 | 1650
floorplan | 0.0191 | - | 2.81 | 803
-- worst paths after layout --
| path | start | to | slack, ns | cells after the start |
|---|---|---|---|---|
| worst min-delay path | inst_i[18] | mem_o | 2.80 | 0 |
| worst max-delay path | inst_i[29] | imm_data_1_o[1] | 1.62 | 6 |
-- logic make-up after synthesis --
family,share of synthesized area
AND-OR/OR-AND,0.304
XOR/XNOR,0.0218
buffers and inverters,0.193
AND/OR/NAND/NOR,0.481
-- layout make-up --
class                           instances  area share
Timing Repair Buffer                   91       0.548
Multi-Input combinational cell         90       0.393
Tap cell                               72      0.0546
Inverter                                2     0.00455
Power is estimated from default activity; no workload was simulated.
