**config.mk**
```make
export PLATFORM = sky130hd
export DESIGN_NAME = register
export DESIGN_NICKNAME = register
export VERILOG_FILES = /design/flow/design.v
export SDC_FILE = /design/flow/constraint.sdc
export NUM_CORES = 4
export LEC_CHECK = 1
export CORE_UTILIZATION = 50
```
**design.v**
```verilog
module register
(
     clk_i
    ,rst_i
    ,en_w_reg_i
    ,w_reg_data_1_i
    ,w_reg_data_2_i
    ,w_reg_addr_1_i
    ,w_reg_addr_2_i
    ,r_reg_addr_1_i
    ,r_reg_addr_2_i
    ,r_reg_addr_3_i
    ,r_reg_addr_4_i
    ,r_reg_data_1_o
    ,r_reg_data_2_o
    ,r_reg_data_3_o
    ,r_reg_data_4_o
);
    input clk_i;
    input rst_i;
    input en_w_reg_i;
    input [7:0] w_reg_data_1_i;
    input [7:0] w_reg_data_2_i;
    input [4:0] w_reg_addr_1_i;
    input [4:0] w_reg_addr_2_i;
    input [4:0] r_reg_addr_1_i;
    input [4:0] r_reg_addr_2_i;
    input [4:0] r_reg_addr_3_i;
    input [4:0] r_reg_addr_4_i;
    output reg [7:0] r_reg_data_1_o;
    output reg [7:0] r_reg_data_2_o;
    output reg [7:0] r_reg_data_3_o;
    output reg [7:0] r_reg_data_4_o;
reg [7:0] REG[31:0];  
integer row;
initial begin
    r_reg_data_1_o = 0;
    r_reg_data_2_o = 0;
    r_reg_data_3_o = 0;
    r_reg_data_4_o = 0;
    for(row = 0; row <= 31; row = row + 1)
        REG[row] = 0;
end
always @(posedge clk_i) begin
    if (rst_i == 1'b1) begin
        r_reg_data_1_o <= 0;
        r_reg_data_2_o <= 0;
        r_reg_data_3_o <= 0;
        r_reg_data_4_o <= 0;
        for(row = 0; row <= 31; row = row + 1)
            REG[row] <= 0;
    end
    else if (en_w_reg_i == 1'b1) begin
        r_reg_data_1_o <= 0;
        r_reg_data_2_o <= 0;
        r_reg_data_3_o <= 0;
        r_reg_data_4_o <= 0;
        REG[w_reg_addr_1_i] <= w_reg_data_1_i;
        REG[w_reg_addr_2_i] <= w_reg_data_2_i;
    end
    else begin
        r_reg_data_1_o <= REG[r_reg_addr_1_i];
        r_reg_data_2_o <= REG[r_reg_addr_2_i];
        r_reg_data_3_o <= REG[r_reg_addr_3_i];
        r_reg_data_4_o <= REG[r_reg_addr_4_i];
    end
end
endmodule
```
**run.sh**
```bash
#!/bin/bash
# OpenROAD 26Q1-2900-gdf79404cd8, Yosys 0.63+post, stock flow scripts
make -C /OpenROAD-flow-scripts/flow DESIGN_CONFIG=/design/flow/config.mk WORK_HOME=/design/flow/orfs finish
```
**constraint.sdc**
```tcl
current_design register

set clk_period 2.7
set clk_io_pct 0.2

create_clock -name clk0 -period $clk_period [get_ports {clk_i}]

set non_clock_inputs [all_inputs -no_clocks]
set_input_delay [expr $clk_period * $clk_io_pct] -clock clk0 $non_clock_inputs
set_output_delay [expr $clk_period * $clk_io_pct] -clock clk0 [all_outputs]
```
==> impl_metrics.py <==
# Synthesis and PnR figures
metrics = {
    "setup_path": {
        "worstPathMaxFanout": 22,
        "critical_path_class": "input port to flop",
        "max_stage_delay_ns": 0.50,
        "cp-start-kind": "input port",
        "cp_slowest_cell": "clkdlybuf4s50_1",
        "arrival_ns": 2.75,
        "endpoint_kind": "flop",
        "crit_chain": "clkdlybuf4s50_1 > buf_12 > nor2b_1 > buf_4 > a221oi_1 > o21ai_0 > a31oi_1",
        "crit_required_ns": 3.13,
    },
    "die": {
        "initial_core_util_pct": 51.05,
        "rows": 73,
        "ios": 81,
        "chip_area_um2": 41660,
        "coreArea_um2": 40010,
        "die_w_um": 204.1,
        "die-height_um": 204.1,
    },
    "layout": {
        "postLayoutCellArea_um2": 24370,
        "nFillCells": 3046,
        "area_delta_synth_final_pct": 19.30,
        "final_cells": 2119,
        "layout-drive-gt1-share_pct": 37.45,
        "final_util_pct": 60.91,
        "mostFrequentLayoutCells": "256 x edfxtp_1, 256 x a22o_1, 240 x mux4_2",
    },
    "timing": {
        "finalClockSkew_ns": 0.02179,
        "fin_setup_tns_ns": 0,
        "maxSlewViolCount": 0,
        "fmax_mhz": 432.3,
        "post-route-period-util_pct": 85.68,
        "max_slew.worst_pin.slew_ns": 0.8649,
        "setup_violations": 0,
        "rsz0062_at_grt": "no",
        "hold_viol": 0,
        "relSlewSlack_pct": 42.13,
        "worst_slack_ns": 0.3867,
        "fin_crit_ns": 2.313,
        "holdWs_ns": 0.7592,
    },
    "yosys": {
        "synth_stat.cells": 1391,
        "ff_type": "edfxtp_1",
        "ys_seq_share_pct": 40.77,
        "yosys_warnings": 1,
        "edf_count": 256,
        "netlist_area_um2": 20420,
        "ys_async_sr_fraction_pct": 0,
        "syn_avg_cell_area_um2": 14.68,
        "yosysChipArea_um2": 20420,
        "ys_ff": 288,
        "synth_cells": 1391,
        "synth.distinct_cells": 48,
    },
    "drt": {
        "via_per_inst": 7.392,
        "avgRoutedWirePerCell_um": 37.52,
        "num_antenna_cells": 0,
        "initialDrtViolationCount": 1110,
        "dr.pass1.iters": 5,
        "num_vias": 15660,
        "drc": 0,
        "ant_nets": 0,
        "drt_wl_total_um": 79510,
    },
    "placed_design": {
        "dp_hpwl_um": 55630,
        "place_ws_ns": -0.008244,
        "gp_congestion": 1.051,
        "placed_area_um2": 23290,
        "dp.cells": 2061,
        "portBuffers": 80,
    },
    "clock_tree": {
        "cts_inserted_buffers": 34,
        "cts_tree": "yes",
        "cts_buffer_depth": 3,
        "post_cts_buffers": 0,
        "cts.sinks": 288,
        "postCtsResizedCells": 0,
        "ctsHoldBuffers": 0,
        "clkLatencyLatePin_ns": 0.55,
        "clk_pin_slew_ns": 0.06,
        "htree_num_levels": 2,
        "root_buffer": "clkbuf_16",
    },
    "global_route": {
        "gr-usage-all-layers_pct": 42.94,
        "grt_pass1_wl_um": 113500,
        "antenna_found_initial": 2,
        "first_global_vias": 16090,
        "grt_remaining_overflow": 0,
        "grt_max_degree": 42,
    },
    "pwr": {
        "powerDensity_nw_per_um2": 514.9,
        "total_power_mw": 12.55,
        "leakage_nw": 8.718,
        "vdd_drop_max_uv": 499.2,
    },
    "hold_path": {
        "hp-class": "input port to flop",
    },
    "run": {
        "max_cap_viol_count": 0,
        "openroad.warnings": 25,
    },
    "status": {
        "outcome": "complete, no violations",
    },
}
## routing by layer
layer	track usage (%)	routed length [um]	up-vias
met5	5.357	294	-
li1	-	-	6424
met4	12.90	3232	10
met2	59.21	35420	1254
met3	29.43	13900	203
met1	57.14	26660	7773
## where the power goes
| part | total (mW) | switching, mW | internal, mW | leakage [nW] |
|---|---|---|---|---|
| Clock | 4.52 | 1.86 | 2.66 | 0.516 |
| Sequential | 5.44 | 0.313 | 5.13 | 2.70 |
| Combinational | 2.59 | 1.36 | 1.23 | 5.50 |
## critical path, delay by kind of cell
family | cells | cell delay [ns]
AND-OR/OR-AND | 3 | 1.13
AND/OR/NAND/NOR | 1 | 0.11
buffers and inverters | 3 | 0.93
## cell families (layout without fill, tap and decap cells)
| group | Yosys count | in the layout | synth area share, % |
|---|---|---|---|
| mux | 352 | 352 | 31.99 |
| flops | 288 | 288 | 40.77 |
| simple gates | 202 | 202 | 7.314 |
| compound gates | 391 | 391 | 15.98 |
| buf+inv | 158 | 361 | 3.939 |
## final timing paths
kind,start,depth (start not counted),slack [ns],to
max,r_reg_addr_2_i[0],7,0.39,r_reg_data_2_o[2]
max reg2reg,REG[19][0],4,0.82,r_reg_data_3_o[0]
min reg2reg,REG[24][5],4,0.90,r_reg_data_2_o[5]
min,r_reg_addr_2_i[2],4,0.76,r_reg_data_2_o[0]
## cells in the mapped netlist (22+ instances only)
cell	number	area share, %
buf_2	37	0.91
a221o_1	22	1.1
nand2_1	26	0.48
nor3_2	26	1.3
buf_4	26	0.96
edfxtp_1	256	38
a22oi_1	32	1.2
mux2i_1	106	5.2
clkbuf_1	72	1.3
mux4_2	240	26
nor2_1	35	0.64
a22o_1	256	11
dfxtp_1	32	3.1
a31oi_1	22	0.67
or3_1	23	0.70
## registers in the layout, indices dropped and copies added (netlist names)
signal,count
r_reg_data_2_o,8
r_reg_data_4_o,8
r_reg_data_1_o,8
r_reg_data_3_o,8
REG,256
## cell type report
cell class / instances / area, um2 / share of cell area, %
clock buffers: 40 / 894.6 / 3.672
clock inverters: 18 / 176.4 / 0.7240
inverters: 2 / 7.507 / 0.03081
multi-input cells: 945 / 11290 / 46.34
flip-flops and latches: 288 / 8328 / 34.18
well taps: 525 / 656.9 / 2.696
repair buffers: 301 / 3010 / 12.35
Power figures rest on the tool's default switching activity, not on a simulated workload.
